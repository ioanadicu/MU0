==> ./design.v <==
`timescale 1ns/100ps
`default_nettype none
module MU0_Alu (
               input  wire [15:0]  X, 
               input  wire [15:0]  Y, 
               input  wire [1:0]   M, 
               output reg  [15:0]  Q
	       );
always @(*)  
begin
	case(M)  
		2'b00:	Q = Y;	 
		2'b01:	Q = X + Y;	 
		2'b10:	Q = X + 1;	 
		2'b11:	Q = X + (~Y + 1);	 
		default: Q = 16'bxxxx_xxxx_xxxx_xxxx;  
	endcase
end
endmodule 
`default_nettype wire
`timescale 1ns/100ps
`default_nettype none
module MU0_Datapath(
input  wire        Clk,
input  wire        Reset,
input  wire [15:0] Din,
input  wire        X_sel,
input  wire        Y_sel,
input  wire        Addr_sel,
input  wire        PC_En,
input  wire        IR_En,
input  wire        Acc_En,
input  wire [1:0]  M,
output wire [3:0]  F,			 
output wire [11:0] Address,
output wire [15:0] Dout,
output wire        N,
output wire        Z,
output wire [11:0] PC,
output wire [15:0] Acc);
wire [15:0] X;
wire [15:0] Y;
wire [15:0] IR;
wire [15:0] ALU;
MU0_Reg16 ACCReg (
	.Clk(Clk),
	.Reset(Reset),
	.En(Acc_En),
	.D(ALU),  
	.Q(Acc)
);
MU0_Reg12 PCReg (
	.Clk(Clk),
	.Reset(Reset),
	.En(PC_En),
	.D(ALU[11:0]),  
	.Q(PC)
);
MU0_Reg16 IRReg (
	.Clk(Clk),
	.Reset(Reset),
	.En(IR_En),
	.D(Din),	 
	.Q(IR)
);
MU0_Mux16 XMux (
	.A(Acc),
	.B({4'b0000, PC[11:0]}),  
	.S(X_sel),
	.Q(X)	 
);
MU0_Mux16 YMux (
	.A(Din),
	.B(IR),
	.S(Y_sel),
	.Q(Y)	 
);
MU0_Mux12 AddrMux (
	.A(PC),
	.B(IR[11:0]),	 
	.S(Addr_sel),
	.Q(Address)		 
);
MU0_Alu MU0_ALU (
	.X(X),
	.Y(Y),
	.M(M),
	.Q(ALU)
);
MU0_Flags FLAGS (
	.Acc(Acc),
	.N(N),
	.Z(Z)
);
assign Dout = X;
assign F = IR[15:12];
endmodule 
`default_nettype wire
`timescale 1ns/100ps
`default_nettype none
module MU0_Flags (
input  wire [15:0]  Acc, 
output reg          N, 
output reg          Z
);
always @(*)
 begin
   Z = ~|Acc;      
   N = Acc[15];    
 end
endmodule 
`default_nettype wire
`timescale 1ns/100ps
`default_nettype none
module MU0_Mux12 (
input  wire [11:0] A, 
input  wire [11:0] B, 
input  wire        S, 
output reg  [11:0] Q);
always @(*)  
begin
	if (S == 1'b0)	Q = A;  
	else 			Q = B;  
end
endmodule 
`default_nettype wire
`timescale 1ns/100ps
`default_nettype none
module MU0_Mux16 (
input  wire  [15:0] A, 
input  wire  [15:0] B, 
input  wire         S, 
output reg   [15:0] Q);
always @(*)  
begin
	if (S == 1'b0)	Q = A;  
	else 			Q = B;  
end
endmodule 
`default_nettype wire
`timescale 1ns/100ps
`default_nettype none
module MU0_Reg12 (
input  wire        Clk, 
input  wire        Reset,     
input  wire        En, 
input  wire [11:0] D, 
output reg  [11:0] Q
);
always @(posedge Clk, posedge Reset)  
begin
	if(Reset)
		Q <= 12'h000;  
	else if(En)
		Q <= D;  
end
endmodule 
`default_nettype wire
`timescale 1ns/100ps
`default_nettype none
module MU0_Reg16 (
input  wire        Clk, 
input  wire        Reset,     
input  wire        En, 
input  wire [15:0] D, 
output reg  [15:0] Q
);
always @(posedge Clk, posedge Reset)  
begin
	if(Reset)
		Q <= 16'h0000;  
	else if(En)
		Q <= D;  
end
endmodule 
`default_nettype wire
==> ./run.sh <==
#!/bin/bash
# OpenROAD 26Q1-2900-gdf79404cd8, Yosys 0.63+post, stock flow scripts
make -C /OpenROAD-flow-scripts/flow DESIGN_CONFIG=/design/flow/config.mk WORK_HOME=/design/flow/orfs finish
==> ./config.mk <==
export PLATFORM = sky130hd
export DESIGN_NAME = MU0_Datapath
export DESIGN_NICKNAME = MU0_Datapath
export VERILOG_FILES = /design/flow/design.v
export SDC_FILE = /design/flow/constraint.sdc
export NUM_CORES = 4
export LEC_CHECK = 1
export CORE_UTILIZATION = 50
==> ./constraint.sdc <==
current_design MU0_Datapath

set clk_period 8.1
set clk_io_pct 0.2

create_clock -name clk0 -period $clk_period [get_ports {Clk}]

set non_clock_inputs [all_inputs -no_clocks]
set_input_delay [expr $clk_period * $clk_io_pct] -clock clk0 $non_clock_inputs
set_output_delay [expr $clk_period * $clk_io_pct] -clock clk0 [all_outputs]
==> impl_metrics.toml <==
# flow metrics
[run_status]
status = "finished clean"

[logic_synthesis]
synth-seq-cells = 44
yosysTopAreaCellShare_pct = 28.2
synthDistinctLibCells = 54
yosysWarningCount = 6
synth-edff-count = 0
yosys.stat.seqShare_pct = 28.2
synthArstFlopShare_pct = 100
area_leaders = "dfrtp_1 (28%), mux2_2 (13%), ha_1 (11%)"
largest_area_cell = "dfrtp_1"
ys_area_um2 = 3910
most_common_cell = "mux2_2"
avgSynthCellArea_um2 = 9.29
ys_top_cells_by_count = "mux2_2 (46), dfrtp_1 (44), ha_1 (33)"
synth_area_um2 = 3910
flop_cell = "dfrtp_1"
synthCells = 421
ys_cells = 421

[clocking]
cts-resized-gates = 0
clk_pin_slew_ps = 80
postCtsHoldBufs = 0
clock-sinks = 44
insertion_delay_ps = 290
post_cts_buffers = 0
cts_max_path_buffers = 2
numCtsBuffers = 5
cts_tree = "done"
h-tree-depth = 2
cts_root_buf = "clkbuf_8"

[setup_path]
reg2reg_to = "ACCReg.Q[14]$_DFFE_PP0P_"
rr_worst_depth = 12
arrival_ps = 3670
rrSetupSlack_ps = 4890
reg2reg_from = "IRReg.Q[0]$_DFFE_PP0P_"
cp-start-kind = "primary input"
crit_path_max_fanout = 19
worstPathRequired_ps = 6480
critPathCaptureType = "output pin"
criticalPathCategory = "in -> out"

[die]
fp-utilization_pct = 52.8
core_um2 = 7410
dieArea_um2 = 8180
floorplan.io_pins = 88
die_y_um = 90.4
die_x_um = 90.4
rows = 31

[placement]
io_buffers = 87
place_area_um2 = 4850
gp_congestion = 0.955
hpwl_um = 8060
post-place-ws_ps = 2810
post-place-cells = 591

[routing]
final_antenna_net_count = 0
drc = 0
antenna_cells = 0
drt_wl_total_um = 10400
routedWlPerCell_um = 17.3
vias = 3425
firstDrtPassIters = 4
drt_iter0_drc = 195
vias_per_cell = 5.72

[sta]
timing.final.ws_setup_ps = 2810
rsz0062_at_grt = "no"
finalCritPeriodShare_pct = 65.3
fin_crit_ps = 5290
max_freq_mhz = 189
skew_ps = 5.24
slew_headroom_pct = 46.5
hold_violations = 0
tightest_slew_ps = 800
slew_viol_final = 0
whs_ps = 534
fin_tns_setup_ps = 0
setup_viol = 0

[run]
warning_count = 28
maxCapViolCount = 0

[pwr]
total_leakage_power_nw = 2.15
powerDensity_nw_per_um2 = 312
total_power_mw = 1.55
ir_worst_vdd_mv = 0.146

[global_routing]
grt_usage_pct = 27.0
grt-ovfl-total = 0
grt_pass1_wl_um = 17100
antenna_found_initial = 0
grt_pass1_vias = 3196
grt_max_degree = 45

[final_layout]
final_cells = 599
area_delta_synth_final_pct = 26.9
final_util_pct = 67.0
final_area_um2 = 4960
drive_above_1_share_pct = 13.6

[worst_hold_path]
holdPathStages = 1
worstHoldStart = "IRReg.Q[2]$_DFFE_PP0P_"
holdCritPathClass = "reg -> reg"
hold_end = "IRReg.Q[2]$_DFFE_PP0P_"
[layout make-up]
cell class                 count  area, µm²
multi-input combinational    339       2660
tap                           99        124
clock buffer                   6       72.6
clock inverter                 2       35.0
fill                         606       2450
sequential                    44       1100
timing repair buffer          91        901
inverter                      18       67.6
[worst max-delay path by stage]
| stage | from | endpoint | slack (ps) |
|---|---|---|---|
| 4_1_cts | X_sel | Dout[5] | 2850 |
| 5_1_grt | X_sel | Dout[4] | 2570 |
| 6_report | X_sel | Dout[5] | 2810 |
[flip-flops by register name, summed over array words and instances, names as in the netlist]
name      flops
ACCReg.Q     16
IRReg.Q      16
PCReg.Q      12
[where the power goes]
| group | internal, mW | switching [mW] | leakage [nW] | total, mW |
|---|---|---|---|---|
| combinational | 0.552 | 0.460 | 1.57 | 1.01 |
| clock | 0.0915 | 0.0732 | 0.0552 | 0.165 |
| sequential | 0.290 | 0.0797 | 0.521 | 0.370 |
[layer usage]
metal  up-vias  wire, µm  GRT usage (%)  share of wire [%]
met2       124      4020           34.8                 39
met4         0        51           1.48               0.49
li1       1705         -              -                  -
met1      1592      5300           46.2                 51
met3         4      1010           9.57                9.7
met5         -         0              0                  0
[critical path: stages]
cell and delay (ps):
clkdlybuf4s50_1 820, o21ai_0 660, clkdlybuf4s50_1 560
[kinds of logic after synthesis]
| family | count (synthesis) | synth area share [%] |
|---|---|---|
| compound gates | 109 | 19.2 |
| xor+xnor | 26 | 5.82 |
| fa+ha+maj | 35 | 11.6 |
| buf+inv | 38 | 3.81 |
| flops | 44 | 28.2 |
| mux | 67 | 18.6 |
| simple gates | 102 | 12.8 |
[layout by cell type, fill, tap and decap left out, types with 5 or more instances in the layout]
master           synthesis  final
o21ai_0                 20     20
xnor2_1                 19     19
o21a_1                   7      7
mux2_2                  46     46
clkdlybuf4s50_1          0     87
a21o_1                   7      7
a21oi_1                 31     31
nand3_1                 11     11
ha_1                    33     33
inv_1                   18     17
a31oi_1                  5      5
clkbuf_8                 0      5
a221oi_1                 7      7
nor2b_1                  7      7
nand2_1                 25     25
mux2i_1                 21     21
xor2_1                   7      7
nor2_1                  32     32
dfrtp_1                 44     44
Power is estimated from default activity; no workload was simulated.
